--- design/flow/config.mk ---
export PLATFORM = sky130hd
export DESIGN_NAME = demo08
export DESIGN_NICKNAME = demo08
export VERILOG_FILES = /design/flow/design.v
export SDC_FILE = /design/flow/constraint.sdc
export NUM_CORES = 4
export LEC_CHECK = 1
export CORE_AREA = 10 10 70 70
export DIE_AREA = 0 0 80 80
--- design/flow/constraint.sdc ---
current_design demo08

set clk_period 1.1
set clk_io_pct 0.2

create_clock -name clk0 -period $clk_period [get_ports {clk}]

set non_clock_inputs [all_inputs -no_clocks]
set_input_delay [expr $clk_period * $clk_io_pct] -clock clk0 $non_clock_inputs
set_output_delay [expr $clk_period * $clk_io_pct] -clock clk0 [all_outputs]
--- design/flow/design.v ---
module  demo08 (
    input           clk ,
    input           rstn ,
    input [1:0]     coin ,      
    output [1:0]    change ,
    output          sell    
    );
    parameter            IDLE   = 3'd0 ;
    parameter            GET05  = 3'd1 ;
    parameter            GET10  = 3'd2 ;
    parameter            GET15  = 3'd3 ;
    reg [2:0]            st_next ;
    reg [2:0]            st_cur ;
    always @(posedge clk or negedge rstn) begin
        if (!rstn) begin
            st_cur      <= 'b0 ;
        end
        else begin
            st_cur      <= st_next ;
        end
    end
    always @(*) begin 
        case(st_cur)
            IDLE:
                case (coin)
                    2'b01:     st_next = GET05 ;
                    2'b10:     st_next = GET10 ;
                    default:   st_next = IDLE ;
                endcase
            GET05:
                case (coin)
                    2'b01:     st_next = GET10 ;
                    2'b10:     st_next = GET15 ;
                    default:   st_next = GET05 ;
                endcase
            GET10:
                case (coin)
                    2'b01:     st_next = GET15 ;
                    2'b10:     st_next = IDLE ;
                    default:   st_next = GET10 ;
                endcase
            GET15:
                case (coin)
                    2'b01,2'b10:
                               st_next = IDLE ;
                    default:   st_next = GET15 ;
                endcase
            default:    st_next = IDLE ;
        endcase
    end
    reg  [1:0]   change_r ;
    reg          sell_r ;
    always @(posedge clk or negedge rstn) begin
        if (!rstn) begin
            change_r       <= 2'b0 ;
            sell_r         <= 1'b0 ;
        end
        else if ((st_cur == GET15 && coin ==2'h1)
               || (st_cur == GET10 && coin ==2'd2)) begin
            change_r       <= 2'b0 ;
            sell_r         <= 1'b1 ;
        end
        else if (st_cur == GET15 && coin == 2'h2) begin
            change_r       <= 2'b1 ;
            sell_r         <= 1'b1 ;
        end
        else begin
            change_r       <= 2'b0 ;
            sell_r         <= 1'b0 ;
        end
    end
    assign       sell    = sell_r ;
    assign       change  = change_r ;
endmodule
--- design/flow/run.sh ---
#!/bin/bash
# OpenROAD 26Q1-2900-gdf79404cd8, Yosys 0.63+post, stock flow scripts
make -C /OpenROAD-flow-scripts/flow DESIGN_CONFIG=/design/flow/config.mk WORK_HOME=/design/flow/orfs finish
==> impl_metrics.env <==
# flow metrics
export IMPL_rows=21
export IMPL_async_flop_share=1.000
export IMPL_postSynthSeqShare=0.5525
export IMPL_top_cell_area_share=0.4566
export IMPL_routed_via_count=218
export IMPL_crit_arrival_ps=820
export IMPL_fmax_ghz=0.9617
export IMPL_timing_rr_start="st_cur[1]$_DFF_PN0_"
export IMPL_rsz0062_at_grt="false"
export IMPL_grt_pass1_wl_um=897
export IMPL_dr_pass1_iters=6
export IMPL_n_antenna_cell=0
export IMPL_finalClockPeriodUsage=0.9453
export IMPL_drv_slew=0
export IMPL_p_clk_frac=0.443
export IMPL_cts_num_sinks=6
export IMPL_stdcell_area_um2=444.2
export IMPL_cp_top_family="flip-flops"
export IMPL_cell_internal_pwr_uw=389.1
export IMPL_hold_buffers=0
export IMPL_final_cells=82
export IMPL_ir_drop_mv=0.2250
export IMPL_drtAntennaViolNets=0
export IMPL_wl_met2_um=218
export IMPL_power_frac_comb=0.108
export IMPL_edf_count=0
export IMPL_grt_max_degree=7
export IMPL_antenna_found_initial=0
export IMPL_fillers=396
export IMPL_grt_remaining_overflow=0
export IMPL_first_global_vias=202
export IMPL_synth_dominant_cell_count="dfrtp_1"
export IMPL_drive_gt1_frac=0.3056
export IMPL_seq_area_um2=151.4
export IMPL_netlist_instances=25
export IMPL_root_buffer="clkbuf_4"
export IMPL_ys_chip_area_um2=274.0
export IMPL_dieWidth_um=80
export IMPL_setup_viol=0
export IMPL_critPathBufInv=1
export IMPL_finalHoldViolCount=0
export IMPL_outcome="finished clean"
export IMPL_initCoreUtil=0.08022
export IMPL_p_sw_uw=104.0
export IMPL_dp_cells=78
export IMPL_maxCapViolations=0
export IMPL_core_area_um2=3416
export IMPL_post_route_util=0.1300
export IMPL_required_ps=880
export IMPL_swShare=0.2109
export IMPL_finClkSkew_ps=2.472
export IMPL_cp_start_kind="register"
export IMPL_yosys_cells=25
export IMPL_routed_wl_met3_um=72
export IMPL_wl_um=541
export IMPL_drt_vias_per_instance=2.659
export IMPL_cts_made_buffers=3
export IMPL_top_cells_by_area="dfrtp_1, dfstp_2, ha_1, a222oi_1, buf_4"
export IMPL_critPathCaptureType="primary output"
export IMPL_gp_congestion=0.7149
export IMPL_ys_types=12
export IMPL_pwr_share_seq=0.449
export IMPL_h_tree_depth=1
export IMPL_largest_area_cell="dfrtp_1"
export IMPL_syn_area_um2=274.0
export IMPL_ys_flop_type="dfrtp_1"
export IMPL_top_layer_used="met3"
export IMPL_path_cells="dlygate4sd2_1"
export IMPL_layout_min_cycle_time_ps=1040
export IMPL_p_leak_uw=0.0002231
export IMPL_drtIter0Drc=23
export IMPL_area_delta_synth_final_pct=62.10
export IMPL_postCtsSetupRepairBufs=0
export IMPL_clk_path_buf_depth=2
export IMPL_wl_met1_um=249
export IMPL_path_clk_slew_ps=50
export IMPL_ys_seq_elements=6
export IMPL_synth_warnings=1
export IMPL_hpwl_um=401.6
export IMPL_warnings=26
export IMPL_worst_setup_path_type="register to primary output"
export IMPL_crit_start="change_r$_DFF_PN0_"
export IMPL_track_usage=0.01696
export IMPL_clock_latency_ps=240
export IMPL_die_y_um=80
export IMPL_crit_fanout=1
export IMPL_hold_class="primary input to asynchronous set/reset pin"
export IMPL_wl_per_cell_um=6.598
export IMPL_critPathSlowestCell="dfrtp_1"
export IMPL_dpl_cell_area_um2=396.6
export IMPL_power_density_nw_per_um2=1110
export IMPL_syn_area_per_cell_um2=10.96
export IMPL_pin_count=7
export IMPL_common_cells="dfrtp_1, inv_1, nand2_1"
export IMPL_drcViolationCount=0
export IMPL_io_buffers=5
export IMPL_setup_tns_ps=0
export IMPL_cts_tree="yes"
export IMPL_dieArea_um2=6400
export IMPL_logic_area_um2=117.6
export IMPL_cpPeakStageDelay_ps=350
[cells in the final DEF, fill, tap and decap left out, drive strengths merged]
cell type      synthesis  final
mux2i                  1      1
a22o                   1      1
a222oi                 2      2
nor3                   1      1
buf                    2      4
dfstp                  1      1
o21ai                  1      1
clkdlybuf4s50          0      1
inv                    4      4
conb                   1      1
clkdlybuf4s15          0      1
ha                     2      2
nand2                  4      4
clkbuf                 0      4
dfrtp                  5      5
dlygate4sd2            0      3
[sequential cells by signal, indices dropped and copies added, names as in the netlist]
register  cells
change_r      1
sell_r        1
st_cur        4
[power by group through the flow]
stage | clock (uW) | combinational, uW | sequential, uW
after CTS | 231 | 49.2 | 221
after global routing | 248 | 58.8 | 221
final | 218 | 53.2 | 222
[per-layer routing]
layer | track usage | vias to the layer above
met5 | 0 | -
met4 | 0.001761 | 0
met3 | 0.01250 | 0
met2 | 0.02327 | 13
met1 | 0.02149 | 102
li1 | - | 103
[through the flow]
step                      power [uW]  hold slack [ps]  setup WS, ps
after floorplan                241.6           -75.59         46.86
after global placement         269.8            470.5        -460.5
after detailed placement       269.9            471.1        -467.3
after CTS                      501.2            209.4         34.07
after global routing           528.3            215.1         26.08
final                          493.1            212.4         60.14
[final timing paths]
path / end / slack, ps / cells after the start
max in group asynchronous: st_cur[0]$_DFF_PN1_ / 620 / 1
hold / removal: change_r$_DFF_PN0_ / 210 / 1
min in group clk0: change_r$_DFF_PN0_ / 500 / 1
setup / recovery: change[0] / 60 / 1
hold reg to reg: change_r$_DFF_PN0_ / 500 / 1
setup reg to reg: st_cur[3]$_DFF_PN0_ / 150 / 2
[final cells by class]
cell class,count,area share
Timing Repair Buffer,9,0.1718
Multi-Input combinational cell,13,0.2648
Sequential cell,6,0.3408
Clock buffer,4,0.05915
Inverter,4,0.03380
Tap cell,46,0.1296
[logic make-up after synthesis]
kind of cell | after synthesis | synth area share
adder cells (fa/ha/maj) | 2 | 0.09131
flip-flops | 6 | 0.5525
multiplexers | 1 | 0.03653
other | 1 | 0.01369
AND-OR/OR-AND | 4 | 0.1233
buffers and inverters | 6 | 0.1096
AND/OR/NAND/NOR | 5 | 0.07303
[timing repair]
| item | 4_1_cts | 5_1_grt |
|---|---|---|
| pin swaps | 2 | 1 |
| endpoints found under the setup margin | 8 | 1 |
| resized | 7 | 2 |
Power and IR drop assume default switching activity.
