==> flow/design.v <==
`timescale  1ns/1ns
module  demo09
(
    input   wire    sys_clk         ,    
    input   wire    sys_rst_n       ,    
    input   wire    pi_money_one    ,    
    input   wire    pi_money_half   ,    
    output  reg     po_money        ,    
    output  reg     po_cola              
);
parameter   IDLE     = 5'b00001;
parameter   HALF     = 5'b00010;
parameter   ONE      = 5'b00100;
parameter   ONE_HALF = 5'b01000;
parameter   TWO      = 5'b10000;
reg     [4:0]   state;
wire    [1:0]   pi_money;
assign pi_money = {pi_money_one, pi_money_half};
always@(posedge sys_clk or negedge sys_rst_n)
    if(sys_rst_n == 1'b0)
        state <= IDLE;   
    else	case(state)
                IDLE    : if(pi_money == 2'b01)    
                              state <= HALF;
                          else    if(pi_money == 2'b10) 
                              state <= ONE;
                          else
                              state <= IDLE;
                HALF    : if(pi_money == 2'b01)
                              state <= ONE;
                          else    if(pi_money == 2'b10)
                              state <= ONE_HALF;
                          else
                              state <= HALF;
                ONE     : if(pi_money == 2'b01)
                              state <= ONE_HALF;
                          else    if(pi_money == 2'b10)
                              state <= TWO;
                          else
                              state <= ONE;
                ONE_HALF: if(pi_money == 2'b01)
                              state <= TWO;
                          else    if(pi_money == 2'b10)
                              state <= IDLE;
                          else
                              state <= ONE_HALF;
                TWO     : if((pi_money == 2'b01) || (pi_money == 2'b10))
                              state <= IDLE;
                          else
                              state <= TWO;
                default :       state <= IDLE;
            endcase
always@(posedge sys_clk or negedge sys_rst_n)
    if(sys_rst_n == 1'b0)
        po_cola <= 1'b0;
    else    if((state == TWO && pi_money == 2'b01) || (state == TWO && 
          pi_money == 2'b10) || (state == ONE_HALF && pi_money == 2'b10))
        po_cola <= 1'b1;
    else
        po_cola <= 1'b0;
always@(posedge sys_clk or negedge sys_rst_n)
    if(sys_rst_n ==	1'b0)
        po_money <= 1'b0;
    else if((state == TWO) && (pi_money == 2'b10))
        po_money <= 1'b1;
    else
        po_money <= 1'b0;
endmodule
==> flow/run.sh <==
#!/bin/bash
# OpenROAD 26Q1-2900-gdf79404cd8, Yosys 0.63+post, stock flow scripts
make -C /OpenROAD-flow-scripts/flow DESIGN_CONFIG=/design/flow/config.mk WORK_HOME=/design/flow/orfs finish
==> flow/config.mk <==
export PLATFORM = sky130hd
export DESIGN_NAME = demo09
export DESIGN_NICKNAME = demo09
export VERILOG_FILES = /design/flow/design.v
export SDC_FILE = /design/flow/constraint.sdc
export NUM_CORES = 4
export LEC_CHECK = 1
export CORE_AREA = 10 10 70 70
export DIE_AREA = 0 0 80 80
==> flow/constraint.sdc <==
current_design demo09

set clk_period 1.8
set clk_io_pct 0.2

create_clock -name clk0 -period $clk_period [get_ports {sys_clk}]

set non_clock_inputs [all_inputs -no_clocks]
set_input_delay [expr $clk_period * $clk_io_pct] -clock clk0 $non_clock_inputs
set_output_delay [expr $clk_period * $clk_io_pct] -clock clk0 [all_outputs]
==> flow_summary.html <==
<h3>Run summary</h3>
<table>
<tr><th>Metric</th><th>Value</th></tr>
<tr><th colspan="2">Layout</th></tr>
<tr><td>Share of final-layout standard cells stronger than drive strength 1</td><td>15.2%</td></tr>
<tr><td>Growth of design area from synthesis to finish</td><td>45.7%</td></tr>
<tr><td>Fill cell total of the finished layout</td><td>401</td></tr>
<tr><td>Fraction of the core area covered by cells at the end of the flow</td><td>12.5%</td></tr>
<tr><td>Logic area</td><td>97.6 µm²</td></tr>
<tr><td>Area of all sequential standard cells</td><td>176 µm²</td></tr>
<tr><th colspan="2">Setup path</th></tr>
<tr><td>Element type at the critical path start</td><td>input port</td></tr>
<tr><td>Cells traversed along the worst timing path</td><td>clkdlybuf4s50_1 -&gt; inv_1 -&gt; ha_1 -&gt; a222oi_1 -&gt; inv_1</td></tr>
<tr><td>Worst path buffer plus inverter count</td><td>3</td></tr>
<tr><td>Required time reported for the critical path endpoint</td><td>1.94 ns</td></tr>
<tr><td>Max FO, Critical Path</td><td>5</td></tr>
<tr><td>Kind of cell adding the most delay to the critical path</td><td>buffers and inverters</td></tr>
<tr><td>Delay of the slowest cell on the worst path</td><td>0.48 ns</td></tr>
<tr><td>Worst Setup SP</td><td>pi_money_one</td></tr>
<tr><td>Startpoint of the most critical register-to-register path</td><td>state[3]</td></tr>
<tr><td>Capturing element type of the critical path</td><td>register</td></tr>
<tr><td>Crit-path most repeated cell</td><td>sky130_fd_sc_hd__inv_1</td></tr>
<tr><td>Critical path data arrival time</td><td>1.68 ns</td></tr>
<tr><td>CP max-delay cell</td><td>sky130_fd_sc_hd__clkdlybuf4s50_1</td></tr>
<tr><td>CP Class</td><td>in2reg</td></tr>
<tr><th colspan="2">Clocking</th></tr>
<tr><td>Latency at later pin</td><td>0.26 ns</td></tr>
<tr><td>Maximum buffer depth of the clock tree</td><td>2</td></tr>
<tr><td>Cell at the root of the clock tree</td><td>sky130_fd_sc_hd__clkbuf_4</td></tr>
<tr><td>Quantity of hold-fixing buffers added after cts</td><td>0</td></tr>
<tr><td>Maximum level of the CTS H-tree</td><td>1</td></tr>
<tr><td>Clock tree from TritonCTS</td><td>built</td></tr>
<tr><td>Setup repair bufs after CTS</td><td>0</td></tr>
<tr><td>Clock sinks</td><td>7</td></tr>
<tr><td>Clock slew at reported path FFs</td><td>0.05 ns</td></tr>
<tr><td>Number of gates given a new drive strength after cts</td><td>0</td></tr>
<tr><td>Number of clock buffers inserted by TritonCTS</td><td>3</td></tr>
<tr><th colspan="2">Synthesis</th></tr>
<tr><td>Synth warnings</td><td>1</td></tr>
<tr><td>Seq cells post-synth</td><td>7</td></tr>
<tr><td>Yosys aoi share</td><td>15.4%</td></tr>
<tr><td>Primary FF master, synth</td><td>sky130_fd_sc_hd__dfrtp_1</td></tr>
<tr><td>Cells in synth_stat.txt</td><td>24</td></tr>
<tr><td>Simple-gate portion of the synthesized area</td><td>5.98%</td></tr>
<tr><td>Tally of unique sky130hd cells used after synthesis</td><td>10</td></tr>
<tr><td>Post-synth EDFFs</td><td>0</td></tr>
<tr><td>Post-synthesis area per instance</td><td>12.2 µm²</td></tr>
<tr><td>Share of the synthesized area in the top cell type</td><td>51.3%</td></tr>
<tr><td>Share of flip-flops with an asynchronous set or reset</td><td>100%</td></tr>
<tr><td>Cell type with the largest total area after synthesis</td><td>sky130_fd_sc_hd__dfrtp_1</td></tr>
<tr><td>Cell area after technology mapping</td><td>293 µm²</td></tr>
<tr><td>Top cells by instance count after synthesis</td><td>sky130_fd_sc_hd__dfrtp_1, sky130_fd_sc_hd__inv_1, sky130_fd_sc_hd__a222oi_1, sky130_fd_sc_hd__nand2_1, sky130_fd_sc_hd__ha_1</td></tr>
<tr><td>Prevailing logic family in the synthesized netlist</td><td>AND-OR/OR-AND gates</td></tr>
<tr><td>Synth Area in Adders</td><td>8.55%</td></tr>
<tr><td>Synth Seq Share</td><td>60.3%</td></tr>
<tr><td>Post-synth area hogs</td><td>sky130_fd_sc_hd__dfrtp_1, sky130_fd_sc_hd__a222oi_1, sky130_fd_sc_hd__dfstp_2</td></tr>
<tr><td>Yosys xor share</td><td>0%</td></tr>
<tr><td>Number of instances in the synthesized netlist</td><td>24</td></tr>
<tr><td>Top-count cell post-synth</td><td>sky130_fd_sc_hd__dfrtp_1</td></tr>
<tr><td>Multiplexer area fraction after synthesis</td><td>3.42%</td></tr>
<tr><td>Synthesized chip area reported by yosys</td><td>293 µm²</td></tr>
<tr><th colspan="2">Power and ir drop</th></tr>
<tr><td>Power per standard cell area</td><td>764 nW/µm²</td></tr>
<tr><td>Worst vdd ir</td><td>0.179 mV</td></tr>
<tr><td>Lkg Pwr</td><td>0.000215 µW</td></tr>
<tr><th colspan="2">Placed design</th></tr>
<tr><td>Port bufs</td><td>5</td></tr>
<tr><td>GPL Wtd Cong</td><td>0.677</td></tr>
<tr><td>Detailed placer's ending HPWL</td><td>443 µm</td></tr>
<tr><td>Minimum setup slack after placement</td><td>-0.00340 ns</td></tr>
<tr><th colspan="2">Global route</th></tr>
<tr><td>Remaining global-route overflow</td><td>0</td></tr>
<tr><td>Met1 layer usage reported by global route</td><td>2.23%</td></tr>
<tr><td>Wire length of the first global-routing pass</td><td>862 µm</td></tr>
<tr><td>Number of global-route vias before repair</td><td>200</td></tr>
<tr><td>Met3 Usage GRT</td><td>2.05%</td></tr>
<tr><td>Pin count of the biggest net entering global routing</td><td>8</td></tr>
<tr><td>GR Layer Usage met2</td><td>1.77%</td></tr>
<tr><td>Most crowded layer after global routing</td><td>met1</td></tr>
<tr><td>Gr usage total</td><td>1.72%</td></tr>
<tr><td>Number of antenna violations at the first check in global routing</td><td>0</td></tr>
<tr><th colspan="2">Floorplanning</th></tr>
<tr><td>Die X</td><td>80 µm</td></tr>
<tr><td>Chip area</td><td>6400 µm²</td></tr>
<tr><td>Initial Utilization</td><td>8.57%</td></tr>
<tr><td>Number of placement rows</td><td>21</td></tr>
<tr><td>Area of the placeable core</td><td>3420 µm²</td></tr>
<tr><td>Ports</td><td>6</td></tr>
<tr><td>Die H</td><td>80 µm</td></tr>
<tr><th colspan="2">Drt</th></tr>
<tr><td>Initial DRC count</td><td>17</td></tr>
<tr><td>DR DRC count</td><td>0</td></tr>
<tr><td>Detailed-route vias per instance</td><td>2.80</td></tr>
<tr><td>Routed WL</td><td>582 µm</td></tr>
<tr><td>Final antenna-violating net count</td><td>0</td></tr>
<tr><td>Count of vias placed by the detailed router</td><td>221</td></tr>
<tr><td>Number of iterations in the first detailed-routing pass</td><td>5</td></tr>
<tr><td>Antenna cell count</td><td>0</td></tr>
<tr><td>Detailed-route wire length per cell</td><td>7.37 µm</td></tr>
<tr><th colspan="2">Job</th></tr>
<tr><td>Max Cap Violations</td><td>0</td></tr>
<tr><td>Number of warnings in the stage logs</td><td>26</td></tr>
<tr><th colspan="2">Status</th></tr>
<tr><td>Run status</td><td>finished clean</td></tr>
<tr><th colspan="2">Final timing</th></tr>
<tr><td>Final Hold Viols</td><td>0</td></tr>
<tr><td>Worst hold margin</td><td>0.353 ns</td></tr>
<tr><td>Final setup violation count</td><td>0</td></tr>
<tr><td>Slew at the pin with the worst max-slew slack</td><td>0.298 ns</td></tr>
<tr><td>Count of final max-slew check failures</td><td>0</td></tr>
<tr><td>Final cycle utilization of the critical path</td><td>86.0%</td></tr>
<tr><td>Setup repair after global routing missed its margin</td><td>false</td></tr>
<tr><td>Worst clock skew</td><td>0.00238 ns</td></tr>
<tr><td>Fin crit period</td><td>1.55 ns</td></tr>
<tr><td>Fmax</td><td>646 MHz</td></tr>
<tr><td>Setup slack of the critical path after layout</td><td>0.253 ns</td></tr>
<tr><td>Relative slew slack</td><td>80.0%</td></tr>
<tr><th colspan="2">Hold path</th></tr>
<tr><td>Tightest Hold Check Type</td><td>in2async</td></tr>
</table>
-- cell type report --
| cell class | count | share of cell area (%) |
|---|---|---|
| multi-input combinational | 12 | 22.9 |
| timing repair buffer | 5 | 11.7 |
| sequential | 7 | 41.3 |
| clock buffer | 4 | 6.16 |
| inverter | 5 | 4.40 |
| tap | 46 | 13.5 |
-- path summary, 6_finish.rpt --
kind / endpoint / slack, ns / cells past startpoint
worst max-delay path: state[3] / 0.25 / 5
worst min-delay path: state[1] / 0.35 / 1
worst max register to register: state[3] / 0.87 / 2
worst min register to register: state[1] / 0.52 / 2
max in group asynchronous: state[0] / 1.17 / 1
min in group clk0: state[1] / 0.52 / 2
-- routing by layer --
layer	part of all wire (%)	up-vias
li1	-	102
met1	48	107
met2	32	12
met3	20	0
met4	0	0
met5	0	-
-- cells by family after synthesis --
group / Yosys count
fa+ha+maj: 2
compound gates: 5
buf+inv: 5
flops: 7
mux: 1
simple gates: 4
-- through the flow --
stage / setup TNS, ns / instances / power (µW) / cell area [µm²]
detailed placement: -0.00340 / 75 / 182 / 400
finish: 0 / 79 / 326 / 427
global placement: 0 / 75 / 181 / 400
global route: 0 / 79 / 341 / 427
CTS: 0 / 79 / 330 / 427
floorplan: 0 / 24 / 170 / 293
-- power breakdown --
group          switching (µW)  internal [µW]  total (µW)
clock                    61.4           84.8         146
sequential                  0            158         158
combinational            11.7           10.3        22.1
-- state kept, by name (all words and copies together), names as in the netlist --
register	count
po_cola	1
state	5
po_money	1
-- cell usage in the layout, fill, tap and decap left out --
cell type and count:
sky130_fd_sc_hd__a222oi_1 3, sky130_fd_sc_hd__a22o_2 1, sky130_fd_sc_hd__and2_1 1, sky130_fd_sc_hd__clkbuf_1 1, sky130_fd_sc_hd__clkbuf_4 3, sky130_fd_sc_hd__clkdlybuf4s50_1 5
sky130_fd_sc_hd__dfrtp_1 6, sky130_fd_sc_hd__dfstp_2 1, sky130_fd_sc_hd__ha_1 2, sky130_fd_sc_hd__inv_1 5, sky130_fd_sc_hd__mux2i_1 1, sky130_fd_sc_hd__nand2_1 3
sky130_fd_sc_hd__o21ai_0 1
Power is estimated from default activity; no workload was simulated.
